`./design.v`:
```
module alu #(
    parameter INT_W  = 4,
    parameter FRAC_W = 6,
    parameter INST_W = 4,
    parameter DATA_W = INT_W + FRAC_W
)(
    input                     i_clk,
    input                     i_rst_n,
    input                     i_valid,
    input signed [DATA_W-1:0] i_data_a,
    input signed [DATA_W-1:0] i_data_b,
    input        [INST_W-1:0] i_inst,
    output                    o_valid,
    output       [DATA_W-1:0] o_data
);  
parameter INST_SIGN_ADD = 4'b0000;
parameter INST_SIGN_SUB = 4'b0001;
parameter INST_SIGN_MUL = 4'b0010;
parameter INST_MAC = 4'b0011;
parameter INST_TANH = 4'b0100;
parameter INST_ORN = 4'b0101;
parameter INST_CLZ = 4'b0110;
parameter INST_CTZ = 4'b0111;
parameter INST_CPOP = 4'b1000;
parameter INST_ROL = 4'b1001;
parameter TANH_INTERS_1_X = 10'sb11_1010_0000;  
parameter TANH_INTERS_2_X = 10'sb11_1110_0000;  
parameter TANH_INTERS_3_X = 10'sb00_0010_0000;  
parameter TANH_INTERS_4_X = 10'sb00_0110_0000;  
parameter TANH_INTERS_1_Y = 10'sb11_1100_0000;  
parameter TANH_INTERS_2_Y = 10'sb11_1110_0000;  
parameter TANH_INTERS_3_Y = 10'sb00_0010_0000;  
parameter TANH_INTERS_4_Y = 10'sb00_0100_0000;  
reg i_valid_w, i_valid_r;
reg signed [DATA_W-1:0] o_data_w, o_data_r;
reg signed o_valid_w, o_valid_r;
reg signed [DATA_W-1:0] input_a, input_b;
wire signed [3*DATA_W-1:0] mul_data_w, mul_data_rounded;
wire signed [DATA_W-1:0] mul_data_final;
integer i;
wire signed [3*DATA_W-1:0] mac_w, mac_round;
wire signed [DATA_W-1:0] mac_final;
assign mul_data_w = i_data_a * i_data_b;
assign mul_data_rounded = (mul_data_w[5])? (mul_data_w+'sb100_0000)>>>6: (mul_data_w)>>>6; 
assign mul_data_final = (mul_data_rounded>10'sb01_1111_1111)? (10'sb01_1111_1111): 
                            ((mul_data_rounded<10'sb10_0000_0000)? 10'sb10_0000_0000:mul_data_rounded[9:0]);
assign mac_w = $signed((o_data_r+'sb0)<<<6) + $signed(input_a)*$signed(input_b);
assign mac_round = (mac_w[5])? (mac_w+'sb100_0000)>>>6: (mac_w)>>>6; 
assign mac_final = (mac_round>10'sb01_1111_1111)? (10'sb01_1111_1111): 
                            ((mac_round<10'sb10_0000_0000)? 10'sb10_0000_0000:mac_round[9:0]);
assign o_valid = o_valid_r;
assign o_data = o_data_r;
always@(*) begin
    i_valid_w = i_valid;
    o_data_w = o_data_r;
    o_valid_w = o_valid_r;
    if(o_valid_r) begin
        o_valid_w = 0;
    end
    if(i_valid_r) begin
        case(i_inst)
            INST_SIGN_ADD: begin
                if(i_data_a + i_data_b + 'sb0 > 10'sb01_1111_1111) begin  
                    o_data_w = 10'sb01_1111_1111;
                end
                else if (i_data_a + i_data_b + 'sb0 < 10'sb10_0000_0000) begin
                    o_data_w = 10'sb10_0000_0000;
                end
                else begin
                    o_data_w = i_data_a + i_data_b;
                end
                o_valid_w = 1;
            end
            INST_SIGN_SUB: begin
                if(i_data_a - i_data_b + 'sb0 > 10'sb01_1111_1111) begin  
                    o_data_w = 10'sb01_1111_1111;
                end
                else if (i_data_a - i_data_b + 'sb0 < 10'sb10_0000_0000) begin
                    o_data_w = 10'sb10_0000_0000;
                end
                else begin
                    o_data_w = i_data_a - i_data_b;
                end
                o_valid_w = 1;
            end
            INST_SIGN_MUL: begin
                o_data_w = mul_data_final;
                o_valid_w = 1;
            end
            INST_MAC: begin
                o_data_w = mac_final;
                o_valid_w = 1;
            end
            INST_TANH: begin
                if(i_data_a <= TANH_INTERS_1_X) begin
                    o_data_w = TANH_INTERS_1_Y;
                end
                else if(i_data_a > TANH_INTERS_1_X && i_data_a <= TANH_INTERS_2_X) begin
                    o_data_w = i_data_a[0]? ((i_data_a >>> 1) - 'sd16 + 'sd1):((i_data_a >>> 1) - 'sd16);
                end
                else if(i_data_a > TANH_INTERS_2_X && i_data_a <= TANH_INTERS_3_X) begin
                    o_data_w = i_data_a;
                end
                else if(i_data_a > TANH_INTERS_3_X && i_data_a <= TANH_INTERS_4_X) begin
                    o_data_w = i_data_a[0]? ((i_data_a >>> 1) + 'sd16 + 'sd1):((i_data_a >>> 1) + 'sd16);
                end
                else begin  
                    o_data_w = TANH_INTERS_4_Y;
                end
                o_valid_w = 1;
            end
            INST_ORN: begin
                o_data_w = i_data_a | ~i_data_b;
                o_valid_w = 1;
            end
            INST_CLZ: begin
                if(i_data_a[9] == 1) o_data_w = 0;
                else if(i_data_a[8] == 1) o_data_w = 1;
                else if(i_data_a[7] == 1) o_data_w = 2;
                else if(i_data_a[6] == 1) o_data_w = 3;
                else if(i_data_a[5] == 1) o_data_w = 4;
                else if(i_data_a[4] == 1) o_data_w = 5;
                else if(i_data_a[3] == 1) o_data_w = 6;
                else if(i_data_a[2] == 1) o_data_w = 7;
                else if(i_data_a[1] == 1) o_data_w = 8;
                else if(i_data_a[0] == 1) o_data_w = 9;
                else o_data_w = 10;
                o_valid_w = 1;
            end
            INST_CTZ: begin
                if(i_data_a[0] == 1) o_data_w = 0;
                else if(i_data_a[1] == 1) o_data_w = 1;
                else if(i_data_a[2] == 1) o_data_w = 2;
                else if(i_data_a[3] == 1) o_data_w = 3;
                else if(i_data_a[4] == 1) o_data_w = 4;
                else if(i_data_a[5] == 1) o_data_w = 5;
                else if(i_data_a[6] == 1) o_data_w = 6;
                else if(i_data_a[7] == 1) o_data_w = 7;
                else if(i_data_a[8] == 1) o_data_w = 8;
                else if(i_data_a[9] == 1) o_data_w = 9;
                else o_data_w = 10;
                o_valid_w = 1;
            end
            INST_CPOP: begin
                o_data_w = ((i_data_a[0]+i_data_a[1])+(i_data_a[2]+i_data_a[3]))+
                    (i_data_a[4]+i_data_a[5])+
                    ((i_data_a[6]+i_data_a[7])+(i_data_a[8]+i_data_a[9]));
                o_valid_w = 1;
            end
            INST_ROL: begin
                for(i=0; i<DATA_W; i=i+1) begin
                    o_data_w[i] = i_data_a[(i-i_data_b+DATA_W)%DATA_W];
                end
                o_valid_w = 1;
            end
            default: begin
            end
        endcase
    end
end
always@(posedge i_clk or negedge i_rst_n) begin
    if (!i_rst_n) begin
        o_data_r <= 0;
        o_valid_r <= 0;
        i_valid_r <= 0;
        input_a <= 0;
        input_b <= 0;
    end else begin
        o_data_r <= o_data_w;
        o_valid_r <= o_valid_w;
        i_valid_r <= i_valid_w;
        input_a <= i_data_a;
        input_b <= i_data_b;
    end
end
endmodule
```
`./config.mk`:
```
export PLATFORM = sky130hd
export DESIGN_NAME = alu
export DESIGN_NICKNAME = alu
export VERILOG_FILES = /design/flow/design.v
export SDC_FILE = /design/flow/constraint.sdc
export NUM_CORES = 4
export LEC_CHECK = 1
export CORE_UTILIZATION = 30
```
`./run.sh`:
```
#!/bin/bash
# OpenROAD 26Q1-2900-gdf79404cd8, Yosys 0.63+post, stock flow scripts
make -C /OpenROAD-flow-scripts/flow DESIGN_CONFIG=/design/flow/config.mk WORK_HOME=/design/flow/orfs finish
```
`./constraint.sdc`:
```
current_design alu

set clk_period 9.3
set clk_io_pct 0.2

create_clock -name clk0 -period $clk_period [get_ports {i_clk}]

set non_clock_inputs [all_inputs -no_clocks]
set_input_delay [expr $clk_period * $clk_io_pct] -clock clk0 $non_clock_inputs
set_output_delay [expr $clk_period * $clk_io_pct] -clock clk0 [all_outputs]
```
==> deck_impl_summary.md <==
Run Summary

Status
  • Status: finished, final reports clean

Route
  • Routed vias/inst: around 5.7
  • DR WL/cell: 19.0 µm
  • WL final: 89,000 µm
  • Residual DRC: 0
  • Vias post-DR: 26,900
  • ANT nets after route: 0
  • Drt initial violations: approximately 2,200
  • DR pass1 iterations: 6

Clock network
  • Root Driver: clkbuf_16
  • TritonCTS clock tree: done
  • CTS clk-pin slew, worst paths: 60 ps
  • Clk sinks: 32
  • H-tree levels: 2
  • Hold_buf cts: 0
  • Latency at later pin: 280 ps
  • Clock buffer count from CTS: 5
  • Clock buffer depth: 2

Synthesis
  • EDFF count, synth: 0
  • Logic family by area: AND-OR/OR-AND gates
  • Mux area share: 0.0293
  • Sequential-to-total area share from yosys stat: 0.0307
  • Syn_area_per_cell: roughly 7.4 µm²
  • Compound Share, Synth: 0.294
  • XOR/XNOR Area Share: 0.107
  • Ys Warns: 1
  • Most common flop cell mapped by yosys: dfrtp_1
  • Top cells by area: fa_1 (16%), ha_1 (8.4%), xnor2_1 (7.3%), nand2_1 (4.8%), nor2_1 (4.2%)
  • Adder-cell area share of the yosys netlist: 0.241
  • Post-synth ARST share: 1.00
  • Cell variety after synth: 123
  • Synthesized cell area: about 26,000 µm²
  • Area share, top type: 0.156
  • Ys flops: 32
  • Yosys top cell by area: fa_1
  • YS chip area: 26,100 µm²
  • Simple Share, Synth: 0.229
  • Post-Syn Instances: 3,538
  • Ys cells: 3,538

STA
  • Final setup margin: 381 ps
  • Final hold violation count: 0
  • Final hold slack: 657 ps
  • Max-slew headroom: 0.346
  • FMAX: ~0.11 GHz
  • Period minus WS final: 8920 ps
  • Layout Skew: approximately 12 ps
  • Final setup fails: 0
  • Worst-Margin Slew: about 970 ps
  • Period utilization: 0.959
  • Fin. max-slew vios: 0

Finish
  • Combinational gate area: between 20,000 and 25,000 µm²
  • Layout fillers: ~9,100
  • Area Overhead vs Synth: 8.29%
  • Register Area: ~800 µm²
  • Design area: 28,300 µm²
  • Share of layout cells above drive strength 1: 0.0763

Min path
  • Hold path start: o_data_r[1]
  • Hold Path Class: flop to flop

Pwr
  • Peak supply drop: 361 µV
  • Net switching power: between 5 and 6 mW
  • PD cells: 324 nW/µm²
  • Logic pwr share: 0.956
  • Leakage: about 12 nW
  • Sw Share: 0.580
  • Clock network fraction of total power: 0.018
  • Reg power frac: 0.025
  • Pwr Total: 9.16 mW
  • Cell Int Power: 3.85 mW

Run
  • Max-cap violations: 0
  • Tool warnings: 72

Global routing
  • First-pass GRT wire length: 142,000 µm
  • Number of global-route vias before repair: 24,900
  • Largest net degree at the start of global routing: 56
  • Initial antenna violation count: 2
  • GRT overflow: 0
  • Total GRT Usage: 0.203

Worst setup path
  • Crit Path Class: primary input to flop
  • Worst Path Arrival: 9090 ps
  • Critical Path End Type: flop
  • Crit path launch type: primary input
  • Req. time, crit path: between 9000 and 10,000 ps
  • Critical Path Start: i_data_a[3]
  • Worst r2r src: input_a[9]
  • Max FO, Critical Path: 6

Die
  • Core ar.: 85,700 µm²
  • Die Footprint: 88,100 µm²
  • Die Height: ~300 µm
  • Die width: 297 µm
  • # IOs: 38
  • Fp_density: 0.304
  • Row Count: 107

Placement
  • GPL Wtd Cong: around 1.1
  • Buffers added on ports: 37
  • DP Wirelength: 71,700 µm
  • Placed Area: 28,100 µm²
  • Place WS: around 56 ps
[final timing paths]
check                      slack, ps  cells after the start     endpoint
min in group asynchronous       1620                      2    i_valid_r
min reg2reg                      660                      2  o_data_r[1]
max reg2reg                     1820                     23  o_data_r[8]
max in group asynchronous       7380                      2  o_data_r[8]
min                              660                      2  o_data_r[1]
max                              380                     28  o_data_r[0]
[final cells by class]
class,instances,area share
diodes,1,0.0000886
clock buffers,7,0.00540
inverters,276,0.0368
multi-input cells,3054,0.831
flip-flops and latches,32,0.0283
well taps,1144,0.0507
repair buffers,171,0.0473
[through the flow]
step | setup TNS, ps | utilization | instances
after global routing | -6.62 | 0.330 | 4684
after detailed placement | 0 | 0.328 | 4677
after floorplan | 0 | - | 3538
after CTS | 0 | 0.330 | 4684
after global placement | 0 | 0.328 | 4677
final | 0 | 0.330 | 4685
[cells by family after synthesis]
family / after synthesis
buf+inv: 452
mux: 70
flops: 32
compound gates: 1068
xor+xnor: 312
simple gates: 1224
fa+ha+maj: 380
[metal layers]
metal | track usage | share of wire | up-vias
met2 | 0.291 | 0.42 | 1145
met3 | 0.0515 | 0.095 | 141
met4 | 0.0488 | 0.028 | 4
met1 | 0.305 | 0.46 | 12700
met5 | 0.00379 | 0.00061 | -
li1 | - | - | 12900
[registers in the layout, summed over array words and instances (netlist names)]
register / flops
input_a: 10
o_valid_r: 1
i_valid_r: 1
o_data_r: 10
input_b: 10
[synthesized netlist by cell type, types with 78 or more instances]
master,instances
ha_1,176
and2_1,78
clkbuf_1,108
o21ai_0,169
a21oi_1,213
nor3_1,115
inv_1,260
nand2_1,331
fa_1,203
nand3_1,110
xnor2_1,217
nor2_1,290
xor2_1,87
[what timing repair did]
action	CTS	global route
gates resized	0	3
setup buffers	0	0
setup endpoints to repair	0	2
hold endpoints to repair	0	0
[worst max-delay path, stage by stage]
cell,delay [ps]
clkdlybuf4s50_1,480
ha_1,290
inv_1,140
fa_1,550
inv_1,60
fa_1,450
ha_1,280
inv_1,50
fa_1,530
inv_1,50
fa_1,470
ha_1,350
inv_1,50
o21bai_1,210
a21oi_1,180
o21a_1,260
o21bai_1,220
mux2_2,410
o21ai_1,320
o2111ai_1,180
a2111oi_1,310
buf_4,190
o21ai_1,130
nand2_1,160
o221ai_1,170
a211o_1,320
a2111o_1,290
o221a_2,120
[cell usage in the layout (no fill, tap or decap), types with 25 or more instances in the layout]
cell	Yosys	final
nand2_1	331	331
nor2_1	290	289
inv_1	260	260
xnor2_1	217	217
a21oi_1	213	213
fa_1	203	203
ha_1	176	176
o21ai_0	169	168
buf_4	7	133
nor3_1	115	115
nand3_1	110	110
xor2_1	87	87
and2_1	78	78
o211ai_1	61	61
mux2i_1	55	55
a31oi_1	51	51
nand2b_1	41	41
a21o_1	39	39
a211oi_1	39	38
nand4_1	37	37
and3_1	37	37
o21ai_1	35	36
or3_1	35	35
nor4_1	34	34
o21a_1	32	32
dfrtp_1	32	32
o2111ai_1	29	29
o221ai_1	28	28
nor2b_1	26	26
clkdlybuf4s50_1	0	25
[power groups by stage]
stage | logic (mW) | clock network (mW) | registers, mW
after CTS | 8.74 | 0.172 | 0.233
after global routing | 9.76 | 0.177 | 0.239
final | 8.76 | 0.169 | 0.233
Power figures rest on the tool's default switching activity, not on a simulated workload.
